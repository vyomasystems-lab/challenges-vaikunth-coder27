**/design/flow/run.sh**
```bash
#!/bin/bash
# OpenROAD 26Q1-2900-gdf79404cd8, Yosys 0.63+post, stock flow scripts
make -C /OpenROAD-flow-scripts/flow DESIGN_CONFIG=/design/flow/config.mk WORK_HOME=/design/flow/orfs finish
```
**/design/flow/config.mk**
```make
export PLATFORM = sky130hd
export DESIGN_NAME = mux
export DESIGN_NICKNAME = mux
export VERILOG_FILES = /design/flow/design.v
export SDC_FILE = /design/flow/constraint.sdc
export NUM_CORES = 4
export LEC_CHECK = 1
export CORE_AREA = 10 10 70 70
export DIE_AREA = 0 0 80 80
```
**/design/flow/constraint.sdc**
```tcl
current_design mux

set clk_period 1.9
set clk_io_pct 0.2

create_clock -name clk0 -period $clk_period

set non_clock_inputs [all_inputs -no_clocks]
set_input_delay [expr $clk_period * $clk_io_pct] -clock clk0 $non_clock_inputs
set_output_delay [expr $clk_period * $clk_io_pct] -clock clk0 [all_outputs]
```
**/design/flow/design.v**
```verilog
module mux(sel,inp0, inp1, inp2, inp3, inp4, inp5, inp6, inp7, inp8, 
           inp9, inp10, inp11, inp12, inp13, inp14, inp15, inp16, inp17,
           inp18, inp19, inp20, inp21, inp22, inp23, inp24, inp25, inp26,
           inp27, inp28, inp29, inp30, out);
  input [4:0] sel;
  input [1:0] inp0, inp1, inp2, inp3, inp4, inp5, inp6,
            inp7, inp8, inp9, inp10, inp11, inp12, inp13, 
            inp14, inp15, inp16, inp17, inp18, inp19, inp20,
            inp21, inp22, inp23, inp24, inp25, inp26,
            inp27, inp28, inp29, inp30;
  output [1:0] out;
  reg [1:0] out;
  always @(sel or inp0  or inp1 or  inp2 or inp3 or inp4 or inp5 or inp6 or
            inp7 or inp8 or inp9 or inp10 or inp11 or inp12 or inp13 or 
            inp14 or inp15 or inp16 or inp17 or inp18 or inp19 or inp20 or
            inp21 or inp22 or inp23 or inp24 or inp25 or inp26 or inp27 or 
            inp28 or inp29 or inp30 )
  begin
    case(sel)
      5'b00000: out = inp0;  
      5'b00001: out = inp1;  
      5'b00010: out = inp2;  
      5'b00011: out = inp3;  
      5'b00100: out = inp4;  
      5'b00101: out = inp5;  
      5'b00110: out = inp6;  
      5'b00111: out = inp7;  
      5'b01000: out = inp8;  
      5'b01001: out = inp9;  
      5'b01010: out = inp10;
      5'b01011: out = inp11;
      5'b01101: out = inp12;    
      5'b01101: out = inp13;
      5'b01110: out = inp14;
      5'b01111: out = inp15;
      5'b10000: out = inp16;
      5'b10001: out = inp17;
      5'b10010: out = inp18;
      5'b10011: out = inp19;
      5'b10100: out = inp20;
      5'b10101: out = inp21;
      5'b10110: out = inp22;
      5'b10111: out = inp23;
      5'b11000: out = inp24;
      5'b11001: out = inp25;
      5'b11010: out = inp26;
      5'b11011: out = inp27;
      5'b11100: out = inp28;
      5'b11101: out = inp29;
      default: out = 0;
    endcase
  end
endmodule 
```
==> reports/results.ini <==
[power_and_ir_drop]
pwr-share-seq=0
peakVddDrop_mv=0.07618
clock_power_share=0
switching_share=0.3480
power_density_nw_per_um2=191.0
p_switching_mw=0.1104
leakagePower_nw=0.7502
combPwrFrac=1.000
power.total_mw=0.3173
p_int_mw=0.2069

[cells_and_area]
drive_above_1_share=0.3575
fill_cells=352
postLayoutCoreUtil=0.4864
flops=0
areaGrowthSynthToFinish_pct=145.0
nClkBuffers=0
combGateArea_um2=726.9
fin_area_um2=1662
flop_area_um2=0

[worst_setup_path]
arrival_ns=1.75
critPathMaxFanout=6
end_kind=primary output
crit_type=in2out
slowest_stage=or4_1
crit_chain=buf_8, buf_8, mux2_4, a31oi_4, a22oi_2, or4_1, buf_2
crit_family=simple AND/OR/NAND/NOR gates
worstSetupStartpointType=input pin
crit_buf_inv=3
cp_slowest_stage_delay_ns=0.46
crit_top_cell=buf_8
setup.worst_path.start=sel[0]
crit_required_ns=1.52

[route]
route.detailed.drc=0
drtIter0Drc=30
num_antenna_cells=0
ant_nets=0
dr.pass1.iters=4
wire_per_inst_um=14.62
num_vias=1061
drt_wl_total_um=3290
vias_per_cell=4.716

[global_route]
track_usage=0.09384
grt_pass1_wl_um=5002
grt_max_degree=12
overflow=0
antenna_found_initial=0
grt_pass1_vias=1141

[place]
place_area_um2=1500
port_buffers=65
place_congestion=0.8820
dpl.hpwl_um=2773

[timing]
worst_slack_ns=-0.2322
relSlewSlack=0.6772
tightest_slew_ns=0.4720
slew_violations=0
fmax_ghz=0.4690
grt_setup_unrepaired=true
hold_viol_final=0
post-route-period-util=1.122
fin_crit_ns=2.132
setup_viol=2

[synth]
ys_types=37
yosysCellCount=95
synthCells=95
yosysTopAreaCell=mux2_2
mappedNetlistArea_um2=678.2
synth.most_common_cell=nand3_1
ys_warn_count=1
seq_area_frac_synth=0
synthTopCellsByArea=mux2_2 12%, nand3_1 9.6%, mux2i_1 8.9%
common_cells=13 x nand3_1, 7 x mux2_2, 6 x mux2i_1, 6 x nand4_1
yosysChipArea_um2=678.2
syn_area_per_cell_um2=7.138
yosys.area.top_type_share=0.1162

[floorplanning]
io-pin-count=69
rows=21
dieWidth_um=80
core_um2=3416
die_h_um=80
dieArea_um2=6400
initCoreUtil=0.1985

[clock_network]
ctsHoldBuffers=0

[worst_hold_path]
hold_start=sel[4]
hold_path_end=out[1]
min_path_type=in2out
hold_depth=4

[run_status]
status=finished, violations left
violations=negative setup slack

[flow_run]
warnings=39
cap_violations=0

-- stage by stage --
step           setup WS [ns]  hold WS [ns]  instances  setup TNS, ns
2_1_floorplan       -0.04591        0.9486         95       -0.04591
6_report             -0.2322         1.320        225        -0.4581
3_5_place_dp          -1.106         1.992        218         -2.179
4_1_cts              -0.2607         1.364        223        -0.4668
3_3_place_gp          -1.097         1.989        218         -2.144
5_1_grt              -0.3111         1.376        225        -0.6209
-- kinds of logic after synthesis --
| group | share of synthesized area |
|---|---|
| AND/OR/NAND/NOR | 0.4022 |
| AND-OR/OR-AND | 0.2067 |
| multiplexers | 0.2934 |
| buffers and inverters | 0.09778 |
-- cell type report --
type / instances / area share
timing repair buffer: 95 / 0.5233
inverter: 2 / 0.004518
tap: 46 / 0.03464
multi-input combinational: 82 / 0.4375
-- worst max-delay path by stage --
stage         slack (ns)  endpoint  depth (start not counted)
finish             -0.23    out[0]                          7
global route       -0.31    out[0]                          7
CTS                -0.26    out[0]                          7
-- routing by layer --
layer  routed length [µm]  up-vias  global-route usage  part of all wire
met1                 1375      469              0.1125              0.42
met4                   20        0            0.005282            0.0061
met3                  242        2             0.02614             0.074
met2                 1651       38              0.1685              0.50
met5                    0        -                   0                 0
li1                     -      552                   -                 -
-- power by group through the flow --
stage	Sequential [mW]	Combinational [mW]	Clock, mW
after CTS	0	0.305	0
after global routing	0	0.342	0
final	0	0.317	0
-- cells in the final DEF (no fill, tap or decap), types with 4 or more instances in the layout --
cell type,count
dlymetal6s2s_1,4
buf_4,22
nand3_1,10
nand4_1,6
mux2_4,7
mux2i_1,6
clkdlybuf4s50_1,22
dlygate4sd2_1,30
buf_2,4
buf_6,9
a31oi_1,4
-- worst min-delay path, stage by stage --
cell      delay, ns
buf_2          0.16
buf_4          0.18
o311ai_2       0.11
buf_2          0.11
-- what timing repair did --
action / 4_1_cts / 5_1_grt
cloned: 1 / 0
endpoints found under the setup margin: 2 / 2
setup buffers: 4 / 3
pin swaps: 28 / 9
resized: 93 / 18
No activity file was given, so power comes from the tool's default toggle rates.
