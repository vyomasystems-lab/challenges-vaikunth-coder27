==> design.v <==
module seq_detect_1011(seq_seen, inp_bit, reset, clk);
  output seq_seen;
  input inp_bit;
  input reset;
  input clk;
  parameter IDLE = 0,
            SEQ_1 = 1, 
            SEQ_10 = 2,
            SEQ_101 = 3,
            SEQ_1011 = 4;
  reg [2:0] current_state, next_state;
  assign seq_seen = current_state == SEQ_1011 ? 1 : 0;
  always @(posedge clk)
  begin
    if(reset)
    begin
      current_state <= IDLE;
    end
    else
    begin
      current_state <= next_state;
    end
  end
  always @(inp_bit or current_state)
  begin
    case(current_state)
      IDLE:
      begin
        if(inp_bit == 1)
          next_state = SEQ_1;
        else
          next_state = IDLE;
      end
      SEQ_1:
      begin
        if(inp_bit == 1)
          next_state = SEQ_1;
        else
          next_state = SEQ_10;
      end
      SEQ_10:
      begin
        if(inp_bit == 1)
          next_state = SEQ_101;
        else
          next_state = IDLE;
      end
      SEQ_101:
      begin
        if(inp_bit == 1)
          next_state = SEQ_1011;
        else
          next_state=SEQ_10;
      end
      SEQ_1011:
      begin
        if(inp_bit==1)
          next_state = SEQ_1;
        else
          next_state= IDLE;
      end
    endcase
  end
endmodule
==> run.sh <==
#!/bin/bash
# OpenROAD 26Q1-2900-gdf79404cd8, Yosys 0.63+post, stock flow scripts
make -C /OpenROAD-flow-scripts/flow DESIGN_CONFIG=/design/flow/config.mk WORK_HOME=/design/flow/orfs finish
==> config.mk <==
export PLATFORM = sky130hd
export DESIGN_NAME = seq_detect_1011
export DESIGN_NICKNAME = seq_detect_1011
export VERILOG_FILES = /design/flow/design.v
export SDC_FILE = /design/flow/constraint.sdc
export NUM_CORES = 4
export LEC_CHECK = 1
export CORE_AREA = 10 10 70 70
export DIE_AREA = 0 0 80 80
==> constraint.sdc <==
current_design seq_detect_1011

set clk_period 1.0
set clk_io_pct 0.2

create_clock -name clk0 -period $clk_period [get_ports {clk}]

set non_clock_inputs [all_inputs -no_clocks]
set_input_delay [expr $clk_period * $clk_io_pct] -clock clk0 $non_clock_inputs
set_output_delay [expr $clk_period * $clk_io_pct] -clock clk0 [all_outputs]
==> results.toml <==
# synthesis and place-and-route metrics
[run_status]
status = "complete, but fails checks"
violations = "negative setup slack"

[route]
viasPerCell = 1.99
drc = 0
drt-initial-drc-count = 10
wl_um = 400
ant_nets = 0
vias = 147
diodes = 0
drt_pass1_iterations = 2
wl_per_cell_um = 5.41

[finish]
fillCellCount = 406
utilization = 0.0971
comb_area_um2 = 83.8
drive_gt1_frac = 0.500
seq_area_um2 = 109
final_cell_area_um2 = 332
flow.area_growth_from_synthesis_pct = 80.3
fin_cells = 74

[synth]
netlist_area_um2 = 184
top_area_cell = "dfxtp_1"
yosysCellCount = 17
synth_area_per_cell_um2 = 10.8
synth_chip_area_um2 = 184
ys.flops = 6
synth_cell_type_count = 10
netlist.area_leader.share = 0.327
synth.top_cells.by_area = "dfxtp_1 33%, dlxtn_1 24%, nor2b_1 10%"
synth_warnings = 1
synthCells = 17

[worst_setup_path]
arrival_ps = 800
cp_max_fo = 2
critical_path_class = "reg -> out"
crit_path_end_kind = "output pin"
cp-start-kind = "flop"
cp.required_ps = 800

[global_routing]
grt_max_degree = 5
antenna_found_initial = 0
overflow = 0
track_usage = 0.0118
first_global_vias = 155
grt_pass1_wl_um = 607

[clocking]
cts_hold_buffers = 0
clk_path_buf_depth = 2
clk_pin_slew_ps = 40
htree_levels = 1
cts_made_buffers = 3
cts_root_buf = "clkbuf_4"
cts_tree = "done"

[floorplanning]
coreArea_um2 = 3420
die_w_um = 80
fp.dieH_um = 80
fp_util = 0.0538
ios = 4
dieArea_um2 = 6400
rows = 21

[final_timing]
min_period_ps = 1000
unclocked_regs = 3
report.final.hold_viol_count = 0
worstMarginPinSlew_ps = 119
fmax_mhz = 998
min_period_over_period = 1.00
untimed_endpoints = 3
rsz0062_at_grt = "true"
final_max_slew_viol_count = 0
slew-limit-headroom = 0.921
setup_ws_ps = -1.83
setup_viol = 1

[power_and_ir_drop]
switching_share = 0.191
p_switching_w = 0.0000672
total_power_w = 0.000352
p_clk_frac = 0.593
seqPwrFrac = 0.351
intPower_w = 0.000285
power_density_nw_per_um2 = 1060
ir_drop_mv = 0.106
p_comb_frac = 0.055
leakage_nw = 0.124

[place]
place_area_um2 = 294
gp_congestion = 0.711
hpwl_um = 300
dp.cells = 69
port-buffer-count = 3
dpl_worst_slack_ps = -175

[run]
warnings = 27
maxCapViolCount = 0

[hold_path]
hp-class = "in -> reg"
worstHoldEndpoint = "current_state[2]$_SDFF_PP0_"
min_path_cells = 2
hp-start = "reset"
## layout by cell type, fill, tap and decap left out
cell             instances
buf_4                    4
nor2b_1                  3
clkbuf_4                 3
dfxtp_2                  3
dlxtn_1                  3
o21a_1                   2
nor3b_2                  2
clkdlybuf4s50_1          2
nand2_2                  1
nand3b_1                 1
nand2b_1                 1
a21oi_1                  1
clkbuf_1                 1
buf_2                    1
## power by group through the flow
stage	Clock [W]	Sequential, W	Combinational (W)
4_1_cts	0.000223	0.000124	0.0000195
5_1_grt	0.000220	0.000124	0.0000211
6_report	0.000209	0.000124	0.0000195
## logic make-up (layout without fill, tap and decap cells)
group                  count (synthesis)  in the layout  share of synthesized area
DFF                                    3              3                      0.327
and+or+nand+nor                        8              8                      0.320
latches                                3              3                      0.245
AOI/OAI and AO/OA                      3              3                      0.109
buffers and inverters                  0             11                          0
## cells in the mapped netlist
master	instances
dfxtp_1	3
dlxtn_1	3
nor2b_1	3
o21a_1	2
a21oi_1	1
nand2_2	1
nand2b_1	1
nand3b_1	1
nor3b_1	1
nor3b_2	1
## cell type report
type	instances	share of cell area
multi-input cells	11	0.253
repair buffers	7	0.166
well taps	46	0.174
clock buffers	4	0.0792
flip-flops and latches	6	0.328
## through the flow
stage / hold WS (ps) / setup TNS, ps
2_1_floorplan: 272 / 0
3_3_place_gp: 789 / -167
3_5_place_dp: 789 / -175
4_1_cts: 549 / -16.1
5_1_grt: 577 / -26.7
6_report: 557 / -1.83
## how the worst max path moves through the flow
stage / depth (start not counted) / slack [ps] / end / startpoint
after CTS: 2 / -20 / seq_seen / current_state[1]$_SDFF_PP0_
after global routing: 2 / -30 / seq_seen / current_state[1]$_SDFF_PP0_
final: 2 / -2 / seq_seen / current_state[1]$_SDFF_PP0_
## sequential cells by signal (all words and copies together), names as in the netlist
register,count
current_state,3
next_state,3
## layer usage
layer  vias to the layer above  share of wire  track usage  routed length (µm)
met4                         0              0      0.00704                   0
met2                         4           0.36       0.0152                 143
met3                         0           0.17       0.0102                  66
met5                         -              0            0                   0
li1                         79              -            -                   -
met1                        64           0.48       0.0127                 190
## repair_timing
item                                    4_1_cts  5_1_grt
gates cloned                                  0        0
endpoints found under the setup margin        1        1
buffers inserted                              1        0
pin swaps                                     1        0
endpoints found under the hold margin         0        0
resized                                       6        1
## critical path, cell delays in order (launching register included)
cell and delay [ps]:
dfxtp_2 310, nor3b_2 150, buf_2 110
Power is estimated from default activity; no workload was simulated.
